<file path="/design/flow/run.sh">
#!/bin/bash
# OpenROAD 26Q1-2900-gdf79404cd8, Yosys 0.63+post, stock flow scripts
make -C /OpenROAD-flow-scripts/flow DESIGN_CONFIG=/design/flow/config.mk WORK_HOME=/design/flow/orfs finish
</file>
<file path="/design/flow/config.mk">
export PLATFORM = sky130hd
export DESIGN_NAME = InstructionMemory
export DESIGN_NICKNAME = InstructionMemory
export VERILOG_FILES = /design/flow/design.v
export SDC_FILE = /design/flow/constraint.sdc
export NUM_CORES = 4
export LEC_CHECK = 1
export CORE_AREA = 10 10 70 70
export DIE_AREA = 0 0 80 80
</file>
<file path="/design/flow/constraint.sdc">
current_design InstructionMemory

set clk_period 4.0
set clk_io_pct 0.2

create_clock -name clk0 -period $clk_period [get_ports {reset}]

set non_clock_inputs [all_inputs -no_clocks]
set_input_delay [expr $clk_period * $clk_io_pct] -clock clk0 $non_clock_inputs
set_output_delay [expr $clk_period * $clk_io_pct] -clock clk0 [all_outputs]
</file>
<file path="/design/flow/design.v">
module InstructionMemory (read_addr, instruction, reset);
	input reset;
	input [8:0] read_addr;  
	output [31:0] instruction;
	reg [31:0] Imemory [127:0];
	integer k;
	wire [6:0] shifted_read_addr;
	assign shifted_read_addr = read_addr[8:2];
	assign instruction = Imemory[shifted_read_addr];
	always @(posedge reset)
	begin
		Imemory[0] = {6'b001000, 5'b00000, 5'b01000, 16'b0111111111111111};  
		Imemory[1] = {6'b001000, 5'b00000, 5'b01001, 16'b0000000000000000};  
		Imemory[2] = {6'b001000, 5'b00000, 5'b01010, 16'b0000000000000000};  
		Imemory[3] = {6'b100011, 5'b01010, 5'b01011, 16'b0000000000000000};  
		Imemory[4] = {6'b000000, 5'b01011, 5'b01000, 5'b01100, 5'b00000, 6'b101010};  
		Imemory[5] = {6'b000100, 5'b01100, 5'b00000, 16'b0000000000000001};  
		Imemory[6] = {6'b000000, 5'b00000, 5'b01011, 5'b01000, 5'b00000, 6'b100000};  
		Imemory[7] = {6'b000000, 5'b01001, 5'b01011, 5'b01100, 5'b00000, 6'b101010};  
		Imemory[8] = {6'b000100, 5'b01100, 5'b00000, 16'b0000000000000001};  
		Imemory[9] = {6'b000000, 5'b00000, 5'b01011, 5'b01001, 5'b00000, 6'b100000};  
		Imemory[10] = {6'b001000, 5'b01010, 5'b01010, 16'b0000000000000001};  
		Imemory[11] = {6'b001010, 5'b01010, 5'b01100, 16'b0000000000001010};  
		Imemory[12] = {6'b000101, 5'b01100, 5'b00000, 16'b1111111111110110};  
		Imemory[13] = {6'b101011, 5'b01010, 5'b01000, 16'b0000000000000000};  
		Imemory[14] = {6'b101011, 5'b01010, 5'b01001, 16'b0000000000000001};  
	end
endmodule
</file>
==> run notes <==
* outcome: finished clean
* signal arrival time at the worst endpoint: 2.81 ns
* hold crit path type: input port to output port
* critical-path maximum fanout: 10
* fmax: 277.3 MHz
* kind of launch point of the worst setup path: input port
* area fraction in full adders, half adders and majority gates: 0
* Warnings, synthesis: 3618
* setup repair after global routing missed its margin: false
* detailed-route via count: 623
* fraction of the cycle the final worst path needs: 0.9016
* Worst Max-Slew Pin Slew: 0.5552 ns
* area share of and-or/or-and cells after synthesis: 0.3383
* placed instance area: 822.0 um2
* residual DRC count: 0
* overall die area: 0.006400 mm2
* Cell Pwr Density: 70.87 mW/mm2
* endpoints failing hold: 0
* area of the placeable core: 0.003416 mm2
* YS chip area: 503.0 um2
* Rel. slew slack: 0.6298
* detailed-route wire length: 1886 um
* first-pass GRT wire length: 2918 um
* Static Leakage: 0.0002731 uW
* sequential cell count: 0
* # port buffers: 36
* final setup violation count: 0
* routability congestion estimate from global placement: 0.8446
* number of global-route vias before repair: 584
* end-of-flow core utilization: 0.2407
* clock buffer instance count of the final layout: 0
* die width: 80 um
* number of standard cells reported by yosys: 83
* type of element capturing the critical path: output port
* Via-to-Cell Ratio: 4.126
* critical path class: input port to output port
* core utilization before placement: 0.1473
* post-DP HPWL: 1589 um
* final worst hold slack: 2.703 ns
* Post-Synthesis Cell Area: 503.0 um2
* Final Critical Period: 3.606 ns
* multiplexer area fraction after synthesis: 0
* initial antenna violation count: 0
* antenna viol nets, final: 0
* post-CTS setup-driven buffer insertion count: 0
* instance count after placement with tap cells included: 151
* Synth cell types: 28
* number of hold-repair buffers added at the cts stage: 0
* mean instance size in the synthesized netlist: 6.060 um2
* GRT Resource Usage Total: 0.05426
* largest vdd supply drop: 0.03458 mV
* Pre-Repair DR Iteration Count: 4
* XORs/XNORs by Area: 0
* Detailed Route Iter0 Violations: 33
* area grow syn2layout: 63.43%
* Sequential cell area: 0 um2
* row cnt: 21
* I/O pin count: 42
* Cells after Synth: 83
* number of max-cap violations: 0
* Log Warnings: 30
* fraction of layout cells with a size suffix above 1: 0.07619
* count of pins over their slew limit: 0
* hold path depth: 4
* non-filler instance count after layout: 151
* die y size: 80 um
* fin area: 822.0 um2
* total inserted antenna cells: 0
* prevailing logic family in the synthesized netlist: simple AND/OR/NAND/NOR gates
* routed length per instance: 12.49 um
* pin count of the biggest net entering global routing: 16
* grt ovf: 0
* setup_tns: 0 ns
* post-cts sizing count: 0
* required time of the critical path: 3.20 ns
* Simple Share, Synth: 0.3607
* filler instances: 404
* register area share after synthesis: 0
## layout make-up
type	count	area [um2]	share of cell area
Inverter	3	11.26	0.01370
Multi-Input combinational cell	62	362.8	0.4414
Tap cell	46	57.56	0.07002
Timing Repair Buffer	40	390.4	0.4749
## through the flow
step           setup slack, ns  total power (uW)
2_1_floorplan            1.420             34.79
5_1_grt                 0.1630             64.99
4_1_cts                 0.3424             58.94
3_5_place_dp            0.3478             58.61
6_report                0.3937             58.26
3_3_place_gp            0.3992             58.76
## Yosys cell counts
cell type / number / area [um2]
sky130_fd_sc_hd__nand4_1: 1 / 6.260
sky130_fd_sc_hd__buf_2: 4 / 20.02
sky130_fd_sc_hd__a311oi_1: 1 / 8.760
sky130_fd_sc_hd__clkbuf_1: 2 / 7.510
sky130_fd_sc_hd__nand3_1: 5 / 25.02
sky130_fd_sc_hd__o21ai_0: 6 / 30.03
sky130_fd_sc_hd__nor3_1: 3 / 15.01
sky130_fd_sc_hd__buf_4: 13 / 97.59
sky130_fd_sc_hd__o221ai_1: 1 / 8.760
sky130_fd_sc_hd__o21a_1: 2 / 15.01
sky130_fd_sc_hd__nor2_1: 4 / 15.01
sky130_fd_sc_hd__buf_6: 1 / 11.26
sky130_fd_sc_hd__a31oi_1: 3 / 18.77
sky130_fd_sc_hd__a211oi_2: 1 / 12.51
sky130_fd_sc_hd__conb_1: 1 / 3.750
sky130_fd_sc_hd__nand2b_1: 7 / 43.79
sky130_fd_sc_hd__a21oi_1: 6 / 30.03
sky130_fd_sc_hd__inv_1: 3 / 11.26
sky130_fd_sc_hd__nor2b_1: 1 / 6.260
sky130_fd_sc_hd__or3_1: 3 / 18.77
sky130_fd_sc_hd__o2bb2ai_1: 1 / 8.760
sky130_fd_sc_hd__nand4b_1: 1 / 8.760
sky130_fd_sc_hd__nor3_2: 2 / 20.02
sky130_fd_sc_hd__nand2_1: 6 / 22.52
sky130_fd_sc_hd__a31o_2: 1 / 8.760
sky130_fd_sc_hd__o22ai_1: 1 / 6.260
sky130_fd_sc_hd__a21boi_1: 1 / 7.510
sky130_fd_sc_hd__o211ai_1: 2 / 15.01
## power breakdown
| part | internal [uW] | switching (uW) |
|---|---|---|
| clock | 0 | 0 |
| combinational | 31.0 | 27.3 |
| sequential | 0 | 0 |
| total | 31.0 | 27.3 |
## cell usage in the layout, fill, tap and decap left out, types with 3 or more instances in the layout
master                            instances
sky130_fd_sc_hd__buf_4                    4
sky130_fd_sc_hd__clkdlybuf4s50_1         36
sky130_fd_sc_hd__inv_1                    3
sky130_fd_sc_hd__nor2_1                   4
sky130_fd_sc_hd__o21ai_0                  6
sky130_fd_sc_hd__nand3_1                  5
sky130_fd_sc_hd__a31oi_1                  3
sky130_fd_sc_hd__nor3_1                   3
sky130_fd_sc_hd__conb_1                   3
sky130_fd_sc_hd__a21oi_1                  6
sky130_fd_sc_hd__nand2_1                  6
sky130_fd_sc_hd__or3_1                    3
sky130_fd_sc_hd__nand2b_1                 7
## metal layers
layer	wire length (um)	GRT usage	vias up
li1	-	-	325
met1	877	0.07844	275
met2	831	0.08026	23
met3	177	0.01818	0
met4	0	0	0
met5	0	0	-
## worst paths after layout
path / startpoint / end / slack [ns]
setup / recovery: read_addr[3] / instruction[2] / 0.39
hold / removal: read_addr[5] / instruction[24] / 2.70
## cells by family after synthesis
group / count (synthesis)
other: 1
AOI/OAI and AO/OA: 26
and+or+nand+nor: 33
buffers and inverters: 23
## critical path, stage by stage
cell	delay, ns
sky130_fd_sc_hd__clkdlybuf4s50_1	0.66
sky130_fd_sc_hd__nand2_1	0.24
sky130_fd_sc_hd__o221ai_1	0.52
sky130_fd_sc_hd__clkdlybuf4s50_1	0.58
Power and IR drop assume default switching activity.
