File: flow/design.v
module ALU (inA, inB, alu_out, zero, control);
	input [31:0] inA, inB;
	output [31:0] alu_out;
	output zero;
	reg zero;
	reg [31:0] alu_out;
	input [3:0] control;
	always @ (control or inA or inB)
	begin
		case (control)
		4'b0000:begin zero<=0; alu_out<=inA&inB; end  
		4'b0001:begin zero<=0; alu_out<=inA|inB; end  
		4'b0010:begin zero<=0; alu_out<=inA+inB; end  
		4'b0110:begin if(inA==inB) zero<=1; else zero<=0; alu_out<=inA-inB; end  
		4'b0111:begin zero<=0; if(inA-inB>=32'h8000_0000) alu_out<=32'b1; else alu_out<=32'b0; end  
		4'b1000:begin if(inA!=inB) zero<=1; else zero<=0; alu_out<=inA-inB; end  
		default: begin zero<=0; alu_out<=inA; end
		endcase
	end
endmodule
module AddOnlyALU (inA, inB, add_out);
	parameter N = 32;
	input [N-1:0] inA, inB;
	output [N-1:0] add_out;
	assign add_out=inA+inB;
endmodule
File: flow/run.sh
#!/bin/bash
# OpenROAD 26Q1-2900-gdf79404cd8, Yosys 0.63+post, stock flow scripts
make -C /OpenROAD-flow-scripts/flow DESIGN_CONFIG=/design/flow/config.mk WORK_HOME=/design/flow/orfs finish
File: flow/config.mk
export PLATFORM = sky130hd
export DESIGN_NAME = ALU
export DESIGN_NICKNAME = ALU
export VERILOG_FILES = /design/flow/design.v
export SDC_FILE = /design/flow/constraint.sdc
export NUM_CORES = 4
export LEC_CHECK = 1
export CORE_UTILIZATION = 40
File: flow/constraint.sdc
current_design ALU

set clk_period 12.3
set clk_io_pct 0.2

create_clock -name clk0 -period $clk_period

set non_clock_inputs [all_inputs -no_clocks]
set_input_delay [expr $clk_period * $clk_io_pct] -clock clk0 $non_clock_inputs
set_output_delay [expr $clk_period * $clk_io_pct] -clock clk0 [all_outputs]
==> impl_table.tex <==
% Implementation results table
\begin{tabular}{lr}
\hline
Metric & Value \\
\hline
\multicolumn{2}{l}{\textbf{Timing}} \\
Maximum frequency from static timing analysis & 0.113 GHz \\
Final worst setup slack & 3.44 ns \\
Max Slew Vio Count & 0 \\
Count of final hold-check violations & 0 \\
Crit path time final & 8.86 ns \\
Measured slew at the worst slew-check pin & 0.885 ns \\
Worst hold margin & 5.91 ns \\
Fin crit share & 72.0\% \\
Max-slew headroom & 40.9\% \\
Final TNS setup & 0 ns \\
Number of setup violations in the final report & 0 \\
Unrepaired setup endpoints after global routing & false \\
\multicolumn{2}{l}{\textbf{Routing}} \\
Aggregate routed wire length & 16300 microns \\
Count of vias placed by the detailed router & 5801 \\
Final routed wire length divided by cell count & 16.8 microns \\
\# DRC & 0 \\
Vias per inst & 5.97 \\
Residual antenna-violating net count after detailed routing & 0 \\
Number of detailed-routing iterations run before antenna repair & 8 \\
Initial DRC Count & 329 \\
Antenna Diode Count & 0 \\
\multicolumn{2}{l}{\textbf{Synth}} \\
Avg Synthesized Cell Area & 6.45 sq um \\
Ao+oa area frac & 40.6\% \\
Dominant kind of combinational cell & AND-OR/OR-AND gates \\
Cell count listed in synth\_stat.txt & 758 \\
Number of instances in the synthesized netlist & 758 \\
Mux cell area share & 0.409\% \\
Xor and xnor area share after synthesis & 0.537\% \\
Post-synthesis instance area & 4890 sq um \\
AND/OR/NAND/NOR Cells, Area Fraction & 22.9\% \\
Chip area in the Yosys report & 4890 sq um \\
Fraction of the yosys area taken by sequential cells & 0\% \\
Yosys warnings & 1 \\
Post-synthesis share of cell area spent on full adders, half adders and majority gates & 25.1\% \\
Netlist cell types & 67 \\
\multicolumn{2}{l}{\textbf{Layout}} \\
Area taken by flip-flops and latches & 0 sq um \\
Tally of filler cells in the layout & 1205 \\
Flops & 0 \\
Layout cell share with drive strength beyond 1 & 3.64\% \\
Top logic cell by instance count in the layout & sky130\_fd\_sc\_hd\_\_clkdlybuf4s50\_1 \\
Final cell area excluding filler cells & 5980 sq um \\
Top cells excl fill/tap & sky130\_fd\_sc\_hd\_\_clkdlybuf4s50\_1, sky130\_fd\_sc\_hd\_\_ha\_1, sky130\_fd\_sc\_hd\_\_inv\_1 \\
Layout overhead on the synthesized area & 22.4\% \\
Clock buffer cells & 0 \\
\multicolumn{2}{l}{\textbf{Power}} \\
Net switching power & 0.139 mW \\
Share of power burned in combinational logic & 100.0\% \\
Part of the total power dissipated in sequential elements & 0\% \\
Total power density per cell area & 43.2 nW/um\^{}2 \\
Clock group share of total power & 0\% \\
Overall power after layout & 0.259 mW \\
Pleak & 2.74 nW \\
Worst supply voltage drop on vdd & 0.0000228 V \\
Share of total power consumed by net switching & 53.8\% \\
Cell Int Power & 0.120 mW \\
\multicolumn{2}{l}{\textbf{Placement}} \\
Placer Congestion & 0.947 \\
Total half-perimeter wirelength after legalization and detailed placement & 12700 microns \\
DP Worst Slack & 3.48 ns \\
Count of buffers from port buffering & 101 \\
Placed standard-cell area & 5980 sq um \\
\multicolumn{2}{l}{\textbf{Run}} \\
Number of maximum-capacitance violations & 0 \\
Log Warnings & 95 \\
\multicolumn{2}{l}{\textbf{Floorplanning}} \\
Die extent in x & 113 microns \\
Core Rows & 40 \\
Placeable core region & 12000 sq um \\
Die height & 113 microns \\
Number of ports placed on the die boundary & 101 \\
Initial core utilization & 40.9\% \\
Die area & 12700 sq um \\
\multicolumn{2}{l}{\textbf{CTS}} \\
Hold-fix buffers at CTS & 0 \\
Post-CTS Setup Repair Bufs & 0 \\
Resize count post-CTS & 0 \\
\multicolumn{2}{l}{\textbf{Run status}} \\
Status & completed \\
\multicolumn{2}{l}{\textbf{Critical path}} \\
Endpoint kind of the worst setup timing path & output pin \\
Critical Path RT & 9.84 ns \\
Largest fanout on the critical path & 4 \\
Crit Path Category & primary input to output pin \\
Arr. time, crit path & 6.40 ns \\
Startpoint type of the worst setup path & primary input \\
\multicolumn{2}{l}{\textbf{GRT}} \\
Overall track demand over capacity in global routing & 25.4\% \\
Number of antenna violations at the first check in global routing & 0 \\
Via count of the first global-routing pass & 5157 \\
Global-route wire length before repair & 26100 microns \\
Pin count of the biggest net entering global routing & 34 \\
Total congestion overflow after global routing & 0 \\
\multicolumn{2}{l}{\textbf{Min path}} \\
Min-Delay Startpoint & inA[31] \\
Hold Path Class & primary input to output pin \\
End point of the worst hold path & alu\_out[31] \\
Min-Delay Path Depth & 4 \\
\hline
\end{tabular}
[synth_stat cells (6+ instances only)]
cell type                  number  share of area, %
sky130_fd_sc_hd__and2_1         6              0.77
sky130_fd_sc_hd__a31oi_1        8               1.0
sky130_fd_sc_hd__o221a_2        6               1.4
sky130_fd_sc_hd__nand2b_1      12               1.5
sky130_fd_sc_hd__o21bai_1       9               1.4
sky130_fd_sc_hd__o22ai_1       10               1.3
sky130_fd_sc_hd__nand3_1       13               1.3
sky130_fd_sc_hd__nand4_1        7              0.90
sky130_fd_sc_hd__o21a_1         8               1.2
sky130_fd_sc_hd__o31ai_1        6              0.92
sky130_fd_sc_hd__a211oi_1      12               1.8
sky130_fd_sc_hd__o211ai_1      10               1.5
sky130_fd_sc_hd__nor3_1        22               2.3
sky130_fd_sc_hd__nand2_1       40               3.1
sky130_fd_sc_hd__a21oi_1       71               7.3
sky130_fd_sc_hd__and3_1         6              0.77
sky130_fd_sc_hd__clkbuf_1      32               2.5
sky130_fd_sc_hd__inv_1         90               6.9
sky130_fd_sc_hd__a21o_1        13               2.0
sky130_fd_sc_hd__nor2_1        86               6.6
sky130_fd_sc_hd__ha_1          95                24
sky130_fd_sc_hd__buf_2          6              0.61
sky130_fd_sc_hd__a221oi_1      38               6.8
sky130_fd_sc_hd__nor2b_1        9               1.2
sky130_fd_sc_hd__o21ai_0       51               5.2
[critical path: stages]
cell and delay [ns]:
sky130_fd_sc_hd__clkdlybuf4s50_1 0.45, sky130_fd_sc_hd__ha_1 0.25, sky130_fd_sc_hd__fa_1 0.43, sky130_fd_sc_hd__a21oi_1 0.28
sky130_fd_sc_hd__nor3_1 0.10, sky130_fd_sc_hd__nor2_1 0.23, sky130_fd_sc_hd__a211oi_1 0.16, sky130_fd_sc_hd__o32ai_1 0.69
sky130_fd_sc_hd__o221ai_1 0.26, sky130_fd_sc_hd__o2111ai_1 0.23, sky130_fd_sc_hd__a21oi_1 0.06, sky130_fd_sc_hd__a221oi_1 0.28
sky130_fd_sc_hd__clkdlybuf4s50_1 0.53
[through the flow]
step / utilization, % / instances
4_1_cts: 50.0 / 972
5_1_grt: 50.0 / 972
2_1_floorplan: - / 758
3_3_place_gp: 50.0 / 972
3_5_place_dp: 50.0 / 972
6_report: 50.0 / 972
[power groups by stage]
stage | Combinational [mW] | Sequential [mW] | Clock, mW
after CTS | 0.258 | 0 | 0
after global routing | 0.287 | 0 | 0
final | 0.259 | 0 | 0
[layer usage]
layer | vias up | global-route usage [%] | part of all wire (%)
met1 | 2658 | 34.5 | 44
met2 | 211 | 44.4 | 49
li1 | 2908 | - | -
met3 | 24 | 1.32 | 4.9
met5 | - | 0 | 0
met4 | 0 | 5.60 | 1.9
[worst max-delay path by stage]
stage	startpoint	to	slack (ns)	cells past startpoint
6_report	inB[0]	alu_out[26]	3.44	13
4_1_cts	inA[0]	alu_out[28]	3.46	15
5_1_grt	inB[0]	alu_out[26]	3.13	13
[kinds of logic after synthesis]
kind of cell    after synthesis
compound gates              291
simple gates                232
buf+inv                     133
fa+ha+maj                    97
xor+xnor                      3
mux                           2
[area by class of cell]
type               instances  area (sq um)  share of cell area, %
multi-input cells        625          4390                   73.4
inverters                 92           345                   5.77
repair buffers           108          1060                   17.8
well taps                147           184                   3.07
Power figures rest on the tool's default switching activity, not on a simulated workload.
