<file path="design/flow/run.sh">
#!/bin/bash
# OpenROAD 26Q1-2900-gdf79404cd8, Yosys 0.63+post, stock flow scripts
make -C /OpenROAD-flow-scripts/flow DESIGN_CONFIG=/design/flow/config.mk WORK_HOME=/design/flow/orfs finish
</file>
<file path="design/flow/config.mk">
export PLATFORM = sky130hd
export DESIGN_NAME = ControlUnit
export DESIGN_NICKNAME = ControlUnit
export VERILOG_FILES = /design/flow/design.v
export SDC_FILE = /design/flow/constraint.sdc
export NUM_CORES = 4
export LEC_CHECK = 1
export CORE_AREA = 10 10 70 70
export DIE_AREA = 0 0 80 80
</file>
<file path="design/flow/constraint.sdc">
current_design ControlUnit

set clk_period 2.0
set clk_io_pct 0.2

create_clock -name clk0 -period $clk_period

set non_clock_inputs [all_inputs -no_clocks]
set_input_delay [expr $clk_period * $clk_io_pct] -clock clk0 $non_clock_inputs
set_output_delay [expr $clk_period * $clk_io_pct] -clock clk0 [all_outputs]
</file>
<file path="design/flow/design.v">
module ControlUnit (OpCode, RegDst, Jump, Branch, MemRead, MemtoReg, ALUOp, MemWrite, ALUSrc, RegWrite);
	input [5:0] OpCode;
	output RegDst, Jump, Branch, MemRead, MemtoReg, MemWrite, ALUSrc, RegWrite;
	output [2:0] ALUOp;  
	assign RegDst = (~OpCode[5])&(~OpCode[4])&(~OpCode[3])&(~OpCode[2])&(~OpCode[1])&(~OpCode[0]);
	assign Jump = (~OpCode[5])&(~OpCode[4])&(~OpCode[3])&(~OpCode[2])&(OpCode[1])&(~OpCode[0]);
	assign Branch = ((~OpCode[5])&(~OpCode[4])&(~OpCode[3])&(OpCode[2])&(~OpCode[1])&(~OpCode[0]))
	| ((~OpCode[5])&(~OpCode[4])&(~OpCode[3])&(OpCode[2])&(~OpCode[1])&(OpCode[0]));
	assign MemRead = (OpCode[5])&(~OpCode[4])&(~OpCode[3])&(~OpCode[2])&(OpCode[1])&(OpCode[0]);
	assign MemtoReg = (OpCode[5])&(~OpCode[4])&(~OpCode[3])&(~OpCode[2])&(OpCode[1])&(OpCode[0]);
	assign MemWrite = (OpCode[5])&(~OpCode[4])&(OpCode[3])&(~OpCode[2])&(OpCode[1])&(OpCode[0]);
	assign ALUSrc = ((OpCode[5])&(~OpCode[4])&(~OpCode[3])&(~OpCode[2])&(OpCode[1])&(OpCode[0]))
	| ((OpCode[5])&(~OpCode[4])&(OpCode[3])&(~OpCode[2])&(OpCode[1])&(OpCode[0]))
	| ((~OpCode[5])&(~OpCode[4])&(OpCode[3])&(~OpCode[2])&(~OpCode[1])&(~OpCode[0]))
	| ((~OpCode[5])&(~OpCode[4])&(OpCode[3])&(OpCode[2])&(~OpCode[1])&(~OpCode[0]))
	| ((~OpCode[5])&(~OpCode[4])&(OpCode[3])&(~OpCode[2])&(OpCode[1])&(~OpCode[0]))
	| ((~OpCode[5])&(~OpCode[4])&(OpCode[3])&(OpCode[2])&(~OpCode[1])&(OpCode[0]));
	assign RegWrite = ((~OpCode[5])&(~OpCode[4])&(~OpCode[3])&(~OpCode[2])&(~OpCode[1])&(~OpCode[0]))
	| ((OpCode[5])&(~OpCode[4])&(~OpCode[3])&(~OpCode[2])&(OpCode[1])&(OpCode[0]))
	| ((~OpCode[5])&(~OpCode[4])&(OpCode[3])&(~OpCode[2])&(~OpCode[1])&(~OpCode[0]))
	| ((~OpCode[5])&(~OpCode[4])&(OpCode[3])&(OpCode[2])&(~OpCode[1])&(~OpCode[0]))
	| ((~OpCode[5])&(~OpCode[4])&(OpCode[3])&(~OpCode[2])&(OpCode[1])&(~OpCode[0]))
	| ((~OpCode[5])&(~OpCode[4])&(OpCode[3])&(OpCode[2])&(~OpCode[1])&(OpCode[0]));
	assign ALUOp[2] = ((~OpCode[5])&(~OpCode[4])&(OpCode[3])&(~OpCode[2])&(OpCode[1])&(~OpCode[0]))
	| ((~OpCode[5])&(~OpCode[4])&(OpCode[3])&(OpCode[2])&(~OpCode[1])&(OpCode[0]))
	| ((~OpCode[5])&(~OpCode[4])&(~OpCode[3])&(OpCode[2])&(~OpCode[1])&(OpCode[0]));
	assign ALUOp[1] = ((~OpCode[5])&(~OpCode[4])&(~OpCode[3])&(~OpCode[2])&(~OpCode[1])&(~OpCode[0]))
	| ((~OpCode[5])&(~OpCode[4])&(OpCode[3])&(OpCode[2])&(~OpCode[1])&(~OpCode[0]))
	| ((~OpCode[5])&(~OpCode[4])&(~OpCode[3])&(OpCode[2])&(~OpCode[1])&(OpCode[0]));
	assign ALUOp[0] = ((~OpCode[5])&(~OpCode[4])&(~OpCode[3])&(OpCode[2])&(~OpCode[1])&(~OpCode[0]))
	| ((~OpCode[5])&(~OpCode[4])&(OpCode[3])&(OpCode[2])&(~OpCode[1])&(~OpCode[0]))
	| ((~OpCode[5])&(~OpCode[4])&(OpCode[3])&(OpCode[2])&(~OpCode[1])&(OpCode[0]));
endmodule
</file>
==> out/summary.txt <==
Rows - 21
core area - 3416 sq um
Req. time, crit path - 1.60 ns
synth warn - 0
fin crit period - 1.913 ns
Top cell excl fill/tap - dlygate4sd2_1
Maximum Capacitance Violations - 0
Clock Buffer Count - 0
Syn Inst Count - 30
Crit Path Category - in -> out
Seq share, synth - 0
setup TNS - 0 ns
fmax - 522.7 MHz
share of cells above drive strength 1 - 0.4074
first-pass GRT wire length - 1600 microns
Starting DRT DRC Count - 2
Crit Path Max Fanout - 2
leak pwr - 0.2194 nW
Max IR drop VDD - 0.00006321 V
Worst Path Buf+Inv - 2
tool warning count - 32
CP startpoint kind - primary input
Cell Chain, Critical Path - dlygate4sd2_1 > or3_4 > nor4b_4 > clkdlybuf4s15_1
count of final setup violators - 0
Storage cell area - 0 sq um
total congestion overflow - 0
number of global-route vias before repair - 311
Flops - 0
# IOs - 17
chip area - 6400 sq um
Min-Delay Path Class - in -> out
final wirelength - 932 microns
cells in synth_stat.txt - 30
CP Capture Type - output port
slowest stage delay, CP - 0.41 ns
PwrDens - 129.0 nW/um^2
Yosys chip area - 205.2 sq um
Yosys cell types - 21
critical path depth - 4
First-pass DRT Iterations - 3
hold buffers post-CTS - 0
drt wl/cell - 9.320 microns
Max-slew headroom - 0.8569
drt drc - 0
initial antenna violation count - 0
slew at the pin closest to its max-slew limit - 0.2118 ns
Slew Limit Fails - 0
Chip Height - 80 microns
Post-DRT Antenna Nets - 0
post-DR vias/cell - 2.820
Ant. Diodes - 0
Worst Path Arrival - 1.51 ns
via count - 282
# fillers - 408
GPL Wtd Cong - 0.7342
I/O Buffers - 17
status - complete, no violations
Final Core Density - 0.1498
Largest delay share family, worst path - simple AND/OR/NAND/NOR gates
largest net degree at the start of global routing - 10
RSZ-0062 raised after global routing - false
Final HPWL DP - 782.3 microns
crit share post-route - 0.9566
Mapped Area - 205.2 sq um
CP max stage cell - or3_4
Worst Hold Path Cells - 4
die width - 80 microns
final hold violations - 0
Total GRT Usage - 0.03048
Top Layout Cells - dlygate4sd2_1, buf_4, clkdlybuf4s15_1
Avg Synthesized Cell Area - 6.840 sq um
Comb area - 221.5 sq um
Pre-Place Util - 0.06007
Layout Area Growth over Synthesis - 149.4%
[metal layers]
| layer | vias up | GRT usage | part of all wire |
|---|---|---|---|
| li1 | 156 | - | - |
| met1 | 115 | 0.04551 | 0.56 |
| met2 | 11 | 0.04414 | 0.37 |
| met3 | 0 | 0.009091 | 0.074 |
| met4 | 0 | 0 | 0 |
| met5 | - | 0 | 0 |
[worst min-delay path: stages]
cell      delay [ns]
clkbuf_2        0.14
o21a_1          0.15
nor3_2          0.04
clkbuf_2        0.09
[cell families (layout without fill, tap and decap cells)]
kind of cell           after synthesis  in the layout  share of synthesized area
XOR/XNOR                             1              1                    0.04269
AND/OR/NAND/NOR                     19             19                     0.6647
AND-OR/OR-AND                        6              6                     0.1829
buffers and inverters                4             28                     0.1097
[where the power goes]
part | switching (mW) | leakage, nW | internal [mW]
Combinational | 0.0292 | 0.219 | 0.0368
Clock | 0 | 0 | 0
Sequential | 0 | 0 | 0
Total | 0.0292 | 0.219 | 0.0368
[cell usage after synthesis]
cell type / count / area (sq um)
buf_4: 1 / 7.510
nor2_1: 2 / 7.510
o21a_1: 1 / 7.510
nand3b_1: 1 / 7.510
nand4b_1: 1 / 8.760
nor3b_1: 1 / 7.510
or3_4: 1 / 11.26
a21oi_1: 2 / 10.01
nor4bb_1: 1 / 10.01
nand2b_1: 2 / 12.51
or2_1: 1 / 6.260
xor2_1: 1 / 8.760
nor3_2: 1 / 10.01
o21ai_0: 1 / 5.000
nor3_1: 3 / 15.01
nor2b_1: 3 / 18.77
nor4_1: 1 / 6.260
nor4b_2: 1 / 15.01
buf_2: 3 / 15.01
a22oi_1: 1 / 7.510
o21bai_1: 1 / 7.510
[path summary, 6_finish.rpt]
| kind | from | to | slack [ns] |
|---|---|---|---|
| worst min-delay path | OpCode[0] | ALUOp[1] | 1.22 |
| worst max-delay path | OpCode[4] | Jump | 0.09 |
[layout make-up]
| type | count | share of cell area |
|---|---|---|
| multi-input combinational | 26 | 0.4328 |
| tap | 46 | 0.1125 |
| timing repair buffer | 28 | 0.4548 |
[stage by stage]
| stage | cells | power, mW | worst slack [ns] | area (sq um) | hold slack (ns) |
|---|---|---|---|---|---|
| 2_1_floorplan | 30 | 0.02532 | 0.5817 | 205.2 | 0.8106 |
| 3_3_place_gp | 98 | 0.06220 | -0.4843 | 478.0 | 1.866 |
| 3_5_place_dp | 98 | 0.06295 | -0.4778 | 478.0 | 1.869 |
| 4_1_cts | 100 | 0.06485 | 0.009399 | 508.0 | 1.304 |
| 5_1_grt | 100 | 0.07365 | 0.01369 | 511.7 | 1.271 |
| 6_report | 100 | 0.06600 | 0.08676 | 511.7 | 1.221 |
[timing repair]
item / 4_1_cts / 5_1_grt
buffers inserted: 3 / 0
cloned: 0 / 0
gates resized: 31 / 7
endpoints found under the setup margin: 11 / 5
pin swaps: 2 / 1
Power and IR drop assume default switching activity.
